==> /design/flow/design.v <==
module key
(
	input clk,
	input key0,
	output push
);
reg but_r;
reg but_rr;
always @(posedge clk)
begin
	but_r <= key0;
	but_rr <= but_r;
end
	assign push = ~but_rr & but_r;
endmodule
module dio
(
	input clk,
	input key0,
	input key1,
	input [15:0] sw,
	output [15:0] LEDR,
	output [7:0] LEDG
);
wire push0, push1;
reg [7:0] summ;
key key_0
(
	.clk	(clk),
	.key0	(key0),
	.push	(push0)
);
key key_1
(
	.clk	(clk),
	.key0	(key1),
	.push	(push1)
);
always @(posedge clk)
begin
	if (push1 & key0)
		summ <= sw[15:8] + sw[7:0];
	else if (~key0)
		summ <= 0;
end
assign LEDR[7:0] = sw[7:0];
assign LEDR[15:8] = sw[15:8];
assign LEDG = summ;
endmodule
==> /design/flow/run.sh <==
#!/bin/bash
# OpenROAD 26Q1-2900-gdf79404cd8, Yosys 0.63+post, stock flow scripts
make -C /OpenROAD-flow-scripts/flow DESIGN_CONFIG=/design/flow/config.mk WORK_HOME=/design/flow/orfs finish
==> /design/flow/config.mk <==
export PLATFORM = sky130hd
export DESIGN_NAME = dio
export DESIGN_NICKNAME = dio
export VERILOG_FILES = /design/flow/design.v
export SDC_FILE = /design/flow/constraint.sdc
export NUM_CORES = 4
export LEC_CHECK = 1
export CORE_AREA = 10 10 70 70
export DIE_AREA = 0 0 80 80
==> /design/flow/constraint.sdc <==
current_design dio

set clk_period 5.2
set clk_io_pct 0.2

create_clock -name clk0 -period $clk_period [get_ports {clk}]

set non_clock_inputs [all_inputs -no_clocks]
set_input_delay [expr $clk_period * $clk_io_pct] -clock clk0 $non_clock_inputs
set_output_delay [expr $clk_period * $clk_io_pct] -clock clk0 [all_outputs]
==> impl_metrics.env <==
# physical design summary
export IMPL_hp_class="reg -> reg"
export IMPL_crit_buf_inv=2
export IMPL_cap_violations=0
export IMPL_layout_drive_gt1_share_pct=5.36
export IMPL_top_cells_by_area="edfxtp_1 (31%), buf_4 (15%), ha_1 (11%)"
export IMPL_peakVddDrop_mv=0.0653
export IMPL_cts_setup_buffers=0
export IMPL_required_ns=4.16
export IMPL_synth_warnings=2
export IMPL_synth_most_common_cell="buf_4"
export IMPL_ios=43
export IMPL_worstPathCellList="clkdlybuf4s50_1, clkdlybuf4s50_1"
export IMPL_synth_cells=82
export IMPL_run_status="finished clean"
export IMPL_setup_viol=0
export IMPL_cts_tree="built"
export IMPL_slowest_stage="clkdlybuf4s50_1"
export IMPL_ys_sh_mux_pct=0
export IMPL_io_buffers=42
export IMPL_initCoreUtil_pct=22.9
export IMPL_relSlewSlack_pct=72.3
export IMPL_setup_worst_path_start_class="primary input"
export IMPL_dp_final_hpwl_mm=1.58
export IMPL_clk_pin_slew_ns=0.06
export IMPL_antenna_found_initial=0
export IMPL_first_pass_iters=3
export IMPL_grtUsageTotal_pct=5.31
export IMPL_wire_per_inst_um=11.3
export IMPL_place_gp_congestion=0.763
export IMPL_crit_family="buffers and inverters"
export IMPL_coreArea_um2=3420
export IMPL_aoi_share_pct=13.5
export IMPL_async_flop_share_pct=0
export IMPL_h_tree_depth=1
export IMPL_adder_share_pct=13.8
export IMPL_grt_max_degree=12
export IMPL_worst_slack_ns=2.13
export IMPL_yosys_area_top_type_share_pct=30.8
export IMPL_simple_gate_share_pct=17.0
export IMPL_p_leak_nw=0.466
export IMPL_finalCritPeriodShare_pct=59.0
export IMPL_crit_fanout=3
export IMPL_row_count=21
export IMPL_antennaDiodeCount=0
export IMPL_fin_crit_ns=3.07
export IMPL_synthTopCellsByCount="buf_4 (16), edfxtp_1 (8), ha_1 (7), nor3_1 (7), inv_1 (6)"
export IMPL_report_final_slew_viol_count=0
export IMPL_place_inst=154
export IMPL_vias=644
export IMPL_path_class="in -> out"
export IMPL_critPathCaptureType="output pin"
export IMPL_warnings=25
export IMPL_viasPerCell=4.08
export IMPL_grt_pass1_wl_mm=2.84
export IMPL_clk_latency_ns=0.25
export IMPL_clock_skew_ns=0.00367
export IMPL_drc_errors=0
export IMPL_edf_count=8
export IMPL_ys_types=25
export IMPL_final_util_pct=34.5
export IMPL_grt_remaining_overflow=0
export IMPL_hold_buffers=0
export IMPL_fin_tns_setup_ns=0
export IMPL_holdWs_ns=0.377
export IMPL_routed_wl_mm=1.79
export IMPL_fp_dieH_um=80
export IMPL_grt_setup_unrepaired="no"
export IMPL_dp_slack_ns=2.13
export IMPL_clock_sinks=10
export IMPL_drtAntennaViolNets=0
export IMPL_worstMarginPinSlew_ns=0.414
export IMPL_cts_repair_resized=0
export IMPL_clockBufferDepth=2
export IMPL_dieArea_um2=6400
export IMPL_cp_slowest_stage_delay_ns=0.51
export IMPL_final_cells=158
export IMPL_drt_iter0_drc=1
export IMPL_dpl_instance_area_um2=1140
export IMPL_cts_root_buf="clkbuf_4"
export IMPL_p_total_mw=0.229
export IMPL_max_freq_ghz=0.326
export IMPL_fp_dieW_um=80
export IMPL_synth_top_cell_by_area="edfxtp_1"
export IMPL_ys_flop_type="edfxtp_1"
export IMPL_grt_pass1_vias=666
export IMPL_synth_flops=10
export IMPL_crit_path_frequent_cell="clkdlybuf4s50_1"
export IMPL_hold_violations=0
export IMPL_yosys_cells=82
export IMPL_xor_share_pct=1.12
export IMPL_fin_area_um2=1180
export IMPL_power_density_nw_per_um2=194
export IMPL_cts_buffers=3
export IMPL_ys_area_um2=781
export IMPL_syn2layout_area_growth_pct=51.0
export IMPL_topCombFamilyByArea="buffers and inverters"
export IMPL_ys_seq_share_pct=35.9
export IMPL_synth_avg_cell_area_um2=9.52
export IMPL_cp_arrival_ns=2.03
export IMPL_synth_cell_area_um2=781
-- flip-flops by register name (all words and copies together), names as in the netlist --
name and cells:
summ 8, key_1.but_rr 1, key_1.but_r 1
-- final cells by class --
type,instances,area [um^2]
Clock buffer,4,36.3
Fill cell,369,2240
Inverter,6,22.5
Multi-Input combinational cell,49,354
Sequential cell,10,280
Tap cell,46,57.6
Timing Repair Buffer,43,428
-- path summary, 6_finish.rpt --
check | from | to | slack, ns | depth (start not counted)
max | sw[9] | LEDR[9] | 2.13 | 2
min | key_1.but_r | key_1.but_rr | 0.38 | 0
max reg2reg | key_1.but_rr | summ[5] | 3.71 | 3
min reg2reg | key_1.but_r | key_1.but_rr | 0.38 | 0
-- per-layer routing --
metal	GRT usage [%]	share of wire [%]	vias up	wire length, um
met5	0	0	-	0
met4	1.41	1.9	0	34
met3	2.16	9.8	2	175
met2	7.78	43	25	761
met1	7.07	46	276	818
li1	-	-	341	-
-- placed cells by master, fill, tap and decap left out, types with 2 or more instances in the layout --
master / count
dfxtp_1: 2
o21ai_0: 5
nor3_1: 7
inv_1: 6
clkbuf_4: 3
ha_1: 7
nand3_1: 3
a21oi_1: 4
edfxtp_1: 8
clkdlybuf4s50_1: 42
nor2_1: 4
nor2b_1: 2
o21a_1: 2
nor3b_1: 4
-- where the power goes --
part           internal [mW]  switching, mW
clock                 0.0423         0.0229
sequential            0.0923        0.00150
combinational         0.0442         0.0254
total                  0.179         0.0498
-- kinds of logic after synthesis --
family                     count (synthesis)
AOI/OAI and AO/OA                         16
xor gates and xnor gates                   1
adders and majority gates                  8
buffers and inverters                     23
DFF                                       10
and+or+nand+nor                           24
Power figures rest on the tool's default switching activity, not on a simulated workload.
